==> flow/design.v <==
module sync(input logic rst, clk, 
input logic [5:0] din, 
output logic [5:0] dout);
logic [5:0] q1;
always_ff @(posedge clk or negedge rst) begin
    if(!rst) begin
	dout <= 6'b001101;
	q1 <= 6'b001101; 
    end
    else begin
        q1<=din;
        dout<=q1;
    end
end
endmodule
==> flow/run.sh <==
#!/bin/bash
# OpenROAD 26Q1-2900-gdf79404cd8, Yosys 0.63+post, stock flow scripts
make -C /OpenROAD-flow-scripts/flow DESIGN_CONFIG=/design/flow/config.mk WORK_HOME=/design/flow/orfs finish
==> flow/config.mk <==
export PLATFORM = sky130hd
export DESIGN_NAME = sync
export DESIGN_NICKNAME = sync
export VERILOG_FILES = /design/flow/design.v
export SDC_FILE = /design/flow/constraint.sdc
export NUM_CORES = 4
export LEC_CHECK = 1
export CORE_AREA = 10 10 70 70
export DIE_AREA = 0 0 80 80
==> flow/constraint.sdc <==
current_design sync

set clk_period 1.2
set clk_io_pct 0.2

create_clock -name clk0 -period $clk_period [get_ports {clk}]

set non_clock_inputs [all_inputs -no_clocks]
set_input_delay [expr $clk_period * $clk_io_pct] -clock clk0 $non_clock_inputs
set_output_delay [expr $clk_period * $clk_io_pct] -clock clk0 [all_outputs]
==> flow_metrics.env <==
# implementation run metrics
export IMPL_finalWorstPathRequiredPeriod_ns=1.11
export IMPL_antennaDiodeCount=0
export IMPL_top_area_cell="dfstp_2"
export IMPL_grt_start_max_net_pins=13
export IMPL_via_per_inst=2.01
export IMPL_critPathLaunchType="flip-flop"
export IMPL_run_status="completed"
export IMPL_cts_setup_buffers=0
export IMPL_place_inst=72
export IMPL_fin_tns_setup_ns=0
export IMPL_ys_cells=12
export IMPL_seqPwrFrac_pct=60.3
export IMPL_n_fill_cell=389
export IMPL_critPathTopFamily="flip-flops"
export IMPL_grt_pass1_vias=176
export IMPL_fin_crit_sh_pct=92.3
export IMPL_setup_violations=0
export IMPL_worst_pin_slew_ns=0.143
export IMPL_synth_top_area_share_pct=51.2
export IMPL_antenna_found_initial=0
export IMPL_fp_util_pct=9.01
export IMPL_crit_chain="dlygate4sd2_1"
export IMPL_rows=21
export IMPL_routabilityCongestion=0.606
export IMPL_clk_latency_ns=0.26
export IMPL_critical_path_class="flip-flop to output port"
export IMPL_p_sw_uw=134
export IMPL_postSynthAreaPerCell_um2=25.6
export IMPL_htreeDepth=1
export IMPL_crit_slowest_cell="dfrtp_1"
export IMPL_met2_usage_pct=2.73
export IMPL_logic_gate_count=0
export IMPL_busiest_layer="met2"
export IMPL_dieHeight_um=80
export IMPL_placed_area_um2=503
export IMPL_ys_flops=12
export IMPL_area_leaders="dfstp_2, dfrtp_1"
export IMPL_cp_depth=1
export IMPL_required_ns=0.96
export IMPL_switching_share_pct=18.5
export IMPL_clockPowerShare_pct=33.9
export IMPL_drtIter0Drc=0
export IMPL_grt_pass1_wl_um=883
export IMPL_synth_seq_share_pct=100
export IMPL_clockBufferDepth=2
export IMPL_layout_top_cell="clkdlybuf4s50_1"
export IMPL_die_w_um=80
export IMPL_dp_slack_ns=-0.0204
export IMPL_die_area_mm2=0.00640
export IMPL_critPathMaxStageDelay_ns=0.36
export IMPL_drt_wl_total_um=561
export IMPL_ys_warn_count=1
export IMPL_power_density_mw_per_mm2=1420
export IMPL_grt_usage_pct=1.82
export IMPL_max_freq_ghz=0.903
export IMPL_grt_use_met3_pct=1.36
export IMPL_remaining_drc_errors=0
export IMPL_comb_power_share_pct=5.8
export IMPL_wl_per_cell_um=7.38
export IMPL_cts_clk_slew_worst_paths_ns=0.07
export IMPL_cp_max_fo=1
export IMPL_vias=153
export IMPL_ant_nets=0
export IMPL_port_buffers=13
export IMPL_setup_ws_ns=0.0927
export IMPL_ys_types=2
export IMPL_drt_first_pass_iters=1
export IMPL_cp_end_kind="output port"
export IMPL_maxSlewViolCount=0
export IMPL_hp_class="input pin to async pin"
export IMPL_overflow=0
export IMPL_peakVddDrop_mv=0.495
export IMPL_num_io_pins=14
export IMPL_coreArea_mm2=0.00342
export IMPL_combGateArea_um2=0
export IMPL_layout_top_cells="clkdlybuf4s50_1, dfstp_2, dfrtp_1"
export IMPL_synthCells=12
export IMPL_skew_ns=0.000131
export IMPL_area_growth_pct=65.9
export IMPL_cts_sinks=12
export IMPL_critPathBufInv=1
export IMPL_p_int_uw=591
export IMPL_rsz0062_at_grt="no"
export IMPL_power_leakage_uw=0.000208
export IMPL_r2r_cells=0
export IMPL_root_buffer="clkbuf_4"
export IMPL_cts_made_buffers=3
export IMPL_final_hold_viol_count=0
export IMPL_syn_area_um2=308
export IMPL_layout_drive_gt1_share_pct=43.3
export IMPL_fin_area_um2=510
export IMPL_ys_area_um2=308
export IMPL_relSlewSlack_pct=90.4
export IMPL_cts_tree="built"
export IMPL_warnings=25
export IMPL_worst_ep_arrival_time_ns=0.87
export IMPL_met1_usage_pct=1.84
export IMPL_fin_cells=76
export IMPL_maxCapViolCount=0
metal layers:
layer | wire length, um | vias up
li1 | - | 71
met1 | 204 | 68
met2 | 273 | 11
met3 | 60 | 3
met4 | 23 | 0
met5 | 0 | -
repair_timing:
action                                  CTS  global route
hold buffers                              0             0
resized                                  12             0
endpoints found under the setup margin    6             0
power by group through the flow:
stage     sequential [uW]  clock [uW]  combinational, uW
4_1_cts               438         255               44.3
5_1_grt               439         279               48.0
6_report              437         246               42.0
registers in the layout, summed over array words and instances (netlist names):
| register | flops |
|---|---|
| q1 | 6 |
| dout | 6 |
synthesized netlist by cell type, drive strengths merged:
master and count:
dfstp 6, dfrtp 6
final cells by class:
cell class	instances	area [um^2]	share of cell area [%]
timing repair buffer	14	119	23.3
clock buffer	4	26.3	5.15
tap	46	57.6	11.3
sequential	12	308	60.3
cell families (layout without fill, tap and decap cells):
logic type | Yosys count | after routing | share of synthesized area [%]
DFF | 12 | 12 | 100
buffers and inverters | 0 | 18 | 0
stage by stage:
| stage | hold WS [ns] | util [%] | total power [uW] |
|---|---|---|---|
| 6_report | 0.260 | 14.9 | 725 |
| 5_1_grt | 0.279 | 14.9 | 766 |
| 4_1_cts | 0.257 | 14.9 | 737 |
| 3_5_place_dp | 0.336 | 14.7 | 498 |
| 3_3_place_gp | 0.331 | 14.7 | 497 |
| 2_1_floorplan | -0.0556 | - | 441 |
path summary, 6_finish.rpt:
check                             start      end  slack (ns)
worst max-delay path            dout[1]  dout[1]        0.09
worst min-delay path                rst    q1[5]        0.26
worst max register to register    q1[3]  dout[3]        0.63
worst min register to register    q1[0]  dout[0]        0.36
max in group asynchronous           rst  dout[3]        0.71
min in group clk0                 q1[0]  dout[0]        0.36
Power is estimated from default activity; no workload was simulated.
